==> /design/flow/design.v <==
module CharacterDisplayController(
	input en,
	input pacman_orientation,
	output reg [2:0] character_type,
	input unsigned [7:0] char_x,
	input unsigned [7:0] char_y,
	output reg vga_plot,
	output [7:0] vga_x,
	output [7:0] vga_y,
	output reg [2:0] vga_color,
	input reset,
	input clock_50);
	reg unsigned [2:0] cur_sprite_x;
	reg unsigned [2:0] cur_sprite_y;
	initial
	begin
		character_type = 3'd0;
		cur_sprite_x = 3'd0;
		cur_sprite_y = 3'd0;
	end
	always @(posedge clock_50)
	begin
		if (reset == 1'b1)
		begin
			character_type <= 3'd0;
			cur_sprite_x <= 3'd0;
			cur_sprite_y <= 3'd0;
		end
		else  
		begin
			if (cur_sprite_y != 3'd4 || cur_sprite_x != 3'd4)
			begin
				if(cur_sprite_x < 3'd4)
				begin
					cur_sprite_x <= cur_sprite_x + 3'd1;
				end
				else  
				begin
					cur_sprite_x <= 3'd0;
					cur_sprite_y <= cur_sprite_y + 3'd1;
				end
			end
			else
			begin
				cur_sprite_x <= 3'd0;
				cur_sprite_y <= 3'd0;
				if (character_type == 3'd4)
				begin
					character_type <= 3'd0;
				end
				else
				begin
					character_type <= character_type + 3'd1;
				end
			end
		end
	end
	assign vga_x = char_x + {5'd00000, cur_sprite_x} + 8'd26;
	assign vga_y = char_y + {5'd00000, cur_sprite_y} + 8'd1;
	reg [4:0] row0;
	reg [4:0] row1;
	reg [4:0] row2;
	reg [4:0] row3;
	reg [4:0] row4;
	reg [2:0] sprite_color;
	always @(*)
	begin
		if (character_type == 3'b000)  
		begin
			if (pacman_orientation == 1'b0)  
			begin
				row0 = 5'b01110;
				row1 = 5'b00111;
				row2 = 5'b00011;
				row3 = 5'b00111;
				row4 = 5'b01110;
			end
			else  
			begin
				row0 = 5'b01110;
				row1 = 5'b01100;
				row2 = 5'b11000;
				row3 = 5'b11100;
				row4 = 5'b01110;
			end
			sprite_color = 3'b110;
		end
		else  
		begin
			row0 = 5'b01110;
			row1 = 5'b10101;
			row2 = 5'b11111;
			row3 = 5'b11111;
			row4 = 5'b10101;
			case (character_type)
				3'b001: sprite_color = 3'b011;  
				3'b010: sprite_color = 3'b100;  
				3'b011: sprite_color = 3'b010;  
				3'b100: sprite_color = 3'b101;  
				default: sprite_color = 3'b000;
			endcase
		end
	end
	reg [6:0] selected_row;
	always @(*)
	begin
		case (cur_sprite_y)
			4'd0: selected_row = row0;
			4'd1: selected_row = row1;
			4'd2: selected_row = row2;
			4'd3: selected_row = row3;
			4'd4: selected_row = row4;
			default: selected_row = row0;
		endcase
	end
	reg selected_col;
	always @(*)
	begin
		case (cur_sprite_x)
			4'd0: selected_col = selected_row[0];
			4'd1: selected_col = selected_row[1];
			4'd2: selected_col = selected_row[2];
			4'd3: selected_col = selected_row[3];
			4'd4: selected_col = selected_row[4];
			default: selected_col = selected_row[0];
		endcase
	end
	always @(*)
	begin
		vga_color = sprite_color;
		if (selected_col == 1'b1 && reset == 1'b0)
		begin
			vga_plot = 1'b1;
		end
		else
		begin
			vga_plot = 1'b0;
		end
	end
endmodule
module DisplayController(
	input en, 
	output [4:0] map_x, 
	output [4:0] map_y, 
	input [2:0] sprite_type, 
	input pacman_orientation,
	input [7:0] pacman_vga_x,
	input [7:0] pacman_vga_y,
	input [7:0] ghost1_vga_x,
	input [7:0] ghost1_vga_y,
	input [7:0] ghost2_vga_x,
	input [7:0] ghost2_vga_y,
	input [7:0] ghost3_vga_x,
	input [7:0] ghost3_vga_y,
	input [7:0] ghost4_vga_x,
	input [7:0] ghost4_vga_y,
	output reg vga_plot, 
	output reg [7:0] vga_x,
	output reg [7:0] vga_y,
	output reg [2:0] vga_color,
	input reset, 
	input clock_50,
	output reg is_display_running);
	reg unsigned selected_display_controller;
	reg unsigned [14:0] current_time;
	wire [2:0] character_type;
	reg unsigned [7:0] x_out, y_out;
	initial
	begin
		selected_display_controller = 1'b0;
		current_time = 15'd0;
		x_out = 8'd0;
		y_out = 8'd0;
	end
	always @(posedge clock_50)
	begin
		if (reset == 1'b1) begin
			current_time = 15'd0;
			selected_display_controller = 1'b0;
			is_display_running <= 1'b0;
		end
		else begin
			if (current_time < 15'd11025)
			begin
				is_display_running <= 1'b1;
				current_time <= current_time + 15'd1;
				selected_display_controller <= 1'b0;
			end
			else if (current_time >= 15'd11025 && current_time <= 15'd11125)
			begin
				is_display_running <= 1'b1;
				current_time <= current_time + 15'd1;
				selected_display_controller <= 1'b1;
			end
			else 
			begin
				is_display_running <= 1'b0;
				current_time <= 15'd0;
				selected_display_controller <= 1'b0;    			
			end
		end		
	end
	always @(*)
	begin
		case (character_type)
			3'd0: begin 
				x_out = pacman_vga_x;
				y_out = pacman_vga_y;
			end
			3'd1: begin
				x_out = ghost1_vga_x;
				y_out = ghost1_vga_y;
			end
			3'd2: begin
				x_out = ghost2_vga_x;
				y_out = ghost2_vga_y;
			end
			3'd3: begin
				x_out = ghost3_vga_x;
				y_out = ghost3_vga_y;
			end
			3'b100: begin
				x_out = ghost4_vga_x;
				y_out = ghost4_vga_y;
			end
			default: begin
				x_out = 8'd0;
				y_out = 8'd0;
			end
		endcase
	end
	wire [7:0] vga_x_cdc;
	wire [7:0] vga_y_cdc;
	wire [7:0] vga_x_mdc;
	wire [7:0] vga_y_mdc;
	wire [2:0] vga_color_cdc;
	wire [2:0] vga_color_mdc;
	wire vga_plot_cdc;
	wire vga_plot_mdc;
	CharacterDisplayController cdc_controller(
		.en(en),
		.pacman_orientation(pacman_orientation),
		.character_type(character_type),
		.char_x(x_out),
		.char_y(y_out),
		.vga_plot(vga_plot_cdc),
		.vga_x(vga_x_cdc),
		.vga_y(vga_y_cdc),
		.vga_color(vga_color_cdc),
		.reset(reset),
		.clock_50(clock_50)
	);
	MapDisplayController mdc_controller(
		.en(en), 
		.map_x(map_x), 
		.map_y(map_y), 
		.sprite_type(sprite_type), 
		.vga_plot(vga_plot_mdc), 
		.vga_x(vga_x_mdc), 
		.vga_y(vga_y_mdc), 
		.vga_color(vga_color_mdc),
		.reset(reset), 
		.clock_50(clock_50), 
		.debug_leds(debug_leds)
	);
	always @(*)
	begin		
		if (selected_display_controller == 1'b0)
		begin
			vga_x = vga_x_mdc;
			vga_y = vga_y_mdc;
			vga_color = vga_color_mdc;
			vga_plot = vga_plot_mdc;	
		end
		else 
		begin
			vga_x = vga_x_cdc;
			vga_y = vga_y_cdc;
			vga_color = vga_color_cdc;
			vga_plot = vga_plot_cdc;	
		end
	end
endmodule
module MapDisplayController(
	input en, 
	output reg unsigned [4:0] map_x, 
	output reg unsigned [4:0] map_y, 
	input [2:0] sprite_type, 
	output reg vga_plot, 
	output unsigned [7:0] vga_x,
	output unsigned [7:0] vga_y,
	output reg [2:0] vga_color,
	input reset, 
	input clock_50,
	output [7:0] debug_leds);
	reg unsigned [2:0] cur_sprite_x;
	reg unsigned [2:0] cur_sprite_y;
	initial 
	begin
		map_x = 5'd0;
		map_y = 5'd0;
		cur_sprite_x = 3'd0;
		cur_sprite_y = 3'd0;
		vga_plot = 1'b0;
		vga_color = 3'd0;
	end 
	always @(posedge clock_50) 
	begin
		if (reset == 1'b1) 
		begin
			map_x <= 5'd0;
			map_y <= 5'd0;
			cur_sprite_x <= 3'd0;
			cur_sprite_y <= 3'd0;	
			vga_plot <= 1'b1;
		end
		else
		begin
			if (cur_sprite_y != 3'd4 || cur_sprite_x != 3'd4)
			begin			
				if(cur_sprite_x < 3'd4)
					cur_sprite_x <= cur_sprite_x + 3'd1;
				else  
				begin
					cur_sprite_x <= 3'd0;
					cur_sprite_y <= cur_sprite_y + 3'd1;
				end
			end
			else 
			begin
				cur_sprite_x <= 3'd0;
				cur_sprite_y <= 3'd0;
				if (map_x == 5'd20)
				begin
					map_x <= 5'd0;											
					if (map_y == 5'd20)
					begin
						map_y <= 5'd0;
					end
					else
					begin
						map_y <= map_y + 5'd1;
					end
				end
				else 
				begin
					map_x <= map_x + 5'd1;					
				end	
			end		
		end
	end	
	assign vga_x = ({3'b000, map_x} * 8'd5) + {5'd0, cur_sprite_x} + 8'd26;
	assign vga_y = ({3'b000, map_y} * 8'd5) + {5'd0, cur_sprite_y} + 8'd1;
	reg [4:0] row0;
	reg [4:0] row1;
	reg [4:0] row2;
	reg [4:0] row3;
	reg [4:0] row4;
	reg [2:0] sprite_color;
	always @(*)
	begin
		if (sprite_type == 3'b000)  
		begin
			row0 = 5'b00000;
			row1 = 5'b00000;
			row2 = 5'b00000;
			row3 = 5'b00000;
			row4 = 5'b00000;
			sprite_color = 3'b000;
		end
		else if (sprite_type == 3'b001)  
		begin
			row0 = 5'b00000;
			row1 = 5'b00100;
			row2 = 5'b01110;
			row3 = 5'b00100;
			row4 = 5'b00000;
			sprite_color = 3'b111;
		end
		else if (sprite_type == 3'b010)  
		begin
			row0 = 5'b00000;
			row1 = 5'b00000;
			row2 = 5'b00100;
			row3 = 5'b00000;
			row4 = 5'b00000;
			sprite_color = 3'b111;
		end
		else if (sprite_type == 3'b011)  
		begin
			row0 = 5'b11111;
			row1 = 5'b11111;
			row2 = 5'b11111;
			row3 = 5'b11111;
			row4 = 5'b11111;
			sprite_color = 3'b001;
		end
		else if (sprite_type == 3'b100)  
		begin
			row0 = 5'b11111;
			row1 = 5'b11111;
			row2 = 5'b11111;
			row3 = 5'b11111;
			row4 = 5'b11111;
			sprite_color = 3'b010;
		end
		else
		begin
			row0 = 5'b11111;
			row1 = 5'b11111;
			row2 = 5'b11111;
			row3 = 5'b11111;
			row4 = 5'b11111;
			sprite_color = 3'b010;
		end
	end
	reg [6:0] selected_row;
	always @(*)
	begin
		case (cur_sprite_y)
			4'd0: selected_row = row0;
			4'd1: selected_row = row1;
			4'd2: selected_row = row2;
			4'd3: selected_row = row3;
			4'd4: selected_row = row4;
			default: selected_row = row0;
		endcase
	end
	reg selected_col;
	always @(*)
	begin
		case (cur_sprite_x)
			4'd0: selected_col = selected_row[0];
			4'd1: selected_col = selected_row[1];
			4'd2: selected_col = selected_row[2];
			4'd3: selected_col = selected_row[3];
			4'd4: selected_col = selected_row[4];
			default: selected_col = selected_row[0];
		endcase
	end
	always @(*)
	begin
		case (selected_col)
			1'b1: vga_color = sprite_color;
			1'b0: vga_color = 3'b000;
		endcase
	end
endmodule
==> /design/flow/run.sh <==
#!/bin/bash
# OpenROAD 26Q1-2900-gdf79404cd8, Yosys 0.63+post, stock flow scripts
make -C /OpenROAD-flow-scripts/flow DESIGN_CONFIG=/design/flow/config.mk WORK_HOME=/design/flow/orfs finish
==> /design/flow/config.mk <==
export PLATFORM = sky130hd
export DESIGN_NAME = DisplayController
export DESIGN_NICKNAME = DisplayController
export VERILOG_FILES = /design/flow/design.v
export SDC_FILE = /design/flow/constraint.sdc
export NUM_CORES = 4
export LEC_CHECK = 1
export CORE_UTILIZATION = 50
==> /design/flow/constraint.sdc <==
current_design DisplayController

set clk_period 8.7
set clk_io_pct 0.2

create_clock -name clk0 -period $clk_period [get_ports {clock_50}]

set non_clock_inputs [all_inputs -no_clocks]
set_input_delay [expr $clk_period * $clk_io_pct] -clock clk0 $non_clock_inputs
set_output_delay [expr $clk_period * $clk_io_pct] -clock clk0 [all_outputs]
==> flow_summary.ini <==
; implementation run metrics
[outcome]
status = finished, final reports clean

[placement]
place.gp.congestion = 0.9479
portBuffers = 116
dp.cells = 734
hpwl_um = 8256
placed_area_um2 = 5470

[flow_run]
cap_violations = 0
warnings = 47

[power_and_ir_drop]
p_leak_nw = 2.279
power_frac_seq = 0.438
powerDensity_nw_per_um2 = 88.89
power.switching_mw = 0.1392
switching_share = 0.2819
p_int_mw = 0.3546
p_comb_frac = 0.317
ir_drop_mv = 0.1088
pwr-share-clk = 0.244

[final_timing]
tightest_slew_ns = 0.7150
setup_viol = 0
rsz0062_at_grt = false
hold_viol = 0
final_max_slew_viol_count = 0
tns_ns = 0
period_used_share = 0.7607
relSlewSlack = 0.5234
clock_skew_ns = 0.005925
fmax_ghz = 0.1511
fin_crit_ns = 6.618

[clock_tree]
clkTransAtPathRegs_ns = 0.08
cts_root_buf = clkbuf_8
post_cts_resize_count = 0
clock_latency_ns = 0.29
cts_buffer_depth = 2
cts_setup_buffers = 0
cts_buffers = 5
cts_max_level = 2
holdBufCountCts = 0
cts_sinks = 43
cts_tree = yes

[detailed_routing]
drtAntennaViolNets = 0
num_vias = 4021
dr.first_iter.drc_count = 186
drt_first_pass_iters = 5
wl_um = 10380
vias_per_cell = 5.419
drc = 0
antenna_cells = 0
post_drt_wl_per_cell_um = 13.99

[synthesis]
synth_top_area_share = 0.2004
synth_flops = 43
async_flop_share = 0
synth-main-ff-cell = dfxtp_1
largest_area_cell = ha_1
synth_chip_area_um2 = 4247
ys_warn_count = 5
avgSynthCellArea_um2 = 8.012
syn_area_um2 = 4247
ys_seq_frac = 0.2051
area_leaders = ha_1 (20%), dfxtp_1 (20%), inv_1 (4.5%)
synth-edff-count = 1
synthCells = 530
ys_cells = 530
ys_types = 59

[floorplan]
floorplan.core_util = 0.5168
ioPinCount = 118
core_area_um2 = 8217
chip_area_um2 = 8866
die_h_um = 94.16
num_rows = 33
die_w_um = 94.16

[grt]
grt_max_degree = 37
grt_usage = 0.2370
grt_pass1_wl_um = 16520
antenna_found_initial = 0
grt_pass1_vias = 3594
overflow = 0

[worst_setup_path]
endpoint_kind = output port
crit_type = in2out
critPathSlowestCell = clkdlybuf4s50_1
cp-start-kind = input port
r2r_setup_slack_ns = 6.74
max_stage_delay_ns = 0.49
crit_path_max_fanout = 2
path_cells = clkdlybuf4s50_1 -> a22oi_1 -> o21a_1 -> ha_1 -> inv_1 -> ha_1 -> fa_1 -> a21o_1 -> a21oi_1 -> nor2b_1 -> o21ai_0 -> xnor2_1 -> a22oi_1 -> clkdlybuf4s50_1
worst_ep_arrival_time_ns = 4.88
cp.required_ns = 6.96

[final_layout]
final_cell_count_no_fill = 742
fin_area_um2 = 5555
area_delta_synth_final_pct = 30.82
drive_gt1_frac = 0.03611

[worst_hold_path]
hp-class = reg2reg
==> power groups by stage <==
stage | Combinational [mW] | Sequential [mW] | Clock, mW
5_1_grt | 0.176 | 0.219 | 0.135
6_report | 0.157 | 0.216 | 0.121
4_1_cts | 0.158 | 0.217 | 0.126
==> area by class of cell <==
cell class | instances | area, um2
inverter | 52 | 195.2
clock buffer | 6 | 72.57
timing repair buffer | 121 | 1199
clock inverter | 2 | 12.51
multi-input combinational | 413 | 3074
tap | 105 | 131.4
sequential | 43 | 870.8
fill | 659 | 2661
==> state kept, by name, indices dropped and copies added, names as in the netlist, 3 cells and up <==
signal,flops
mdc_controller.map_x,5
cdc_controller.cur_sprite_x,3
mdc_controller.cur_sprite_x,3
cdc_controller.character_type,3
mdc_controller.map_y,5
cdc_controller.cur_sprite_y,3
mdc_controller.cur_sprite_y,3
current_time,15
==> worst max-delay path: cells and delay by family <==
kind	cells	cell delay [ns]
simple gates	1	0.07
buf+inv	3	1.01
compound gates	6	1.04
xor+xnor	1	0.11
fa+ha+maj	3	0.88
==> cell families after synthesis <==
group | Yosys count | synth area share
AND-OR/OR-AND | 136 | 0.2201
XOR/XNOR | 32 | 0.06600
adder cells (fa/ha/maj) | 76 | 0.2381
buffers and inverters | 74 | 0.07101
flip-flops | 43 | 0.2051
multiplexers | 7 | 0.01709
other | 2 | 0.001768
AND/OR/NAND/NOR | 160 | 0.1809
==> synth_stat cells, types with 3 or more instances <==
cell	instances
and2_1	3
a31oi_1	4
a222oi_1	8
xor2_1	14
buf_2	4
a21boi_0	4
clkbuf_1	12
nor2_1	47
and3_1	4
ha_1	68
inv_1	51
a22oi_1	17
xnor2_1	18
a21o_1	8
a21oi_1	28
buf_1	3
o21ai_0	32
o31ai_1	4
and4_1	3
fa_1	8
nand2_1	45
nor3_1	18
nand4_1	7
nand2b_1	3
nor2b_1	10
a32oi_1	5
nor3b_1	3
nand3_1	11
dfxtp_1	42
mux2i_1	5
a221oi_1	3
a211oi_1	3
==> routing by layer <==
metal  GRT usage  vias to the layer above  routed length (um)
li1            -                     2091                   -
met1      0.3512                     1828                4791
met2      0.3913                       93                4931
met3     0.01975                        9                 538
met4     0.03077                        0                 121
met5           0                        -                   0
==> stage by stage <==
step	hold slack [ns]	setup WS, ns	utilization	total power [mW]
2_1_floorplan	0.4443	3.270	-	0.2999
3_3_place_gp	0.4631	2.121	0.6658	0.3764
3_5_place_dp	0.4791	2.079	0.6658	0.3774
4_1_cts	0.4967	2.073	0.6761	0.5007
5_1_grt	0.5240	1.792	0.6761	0.5294
6_report	0.4882	2.082	0.6761	0.4938
==> cells in the final DEF (no fill, tap or decap), types with 3 or more instances in the layout <==
| cell type | synthesis | final |
|---|---|---|
| a211oi_1 | 3 | 3 |
| a21boi_0 | 4 | 4 |
| a21o_1 | 8 | 8 |
| a21oi_1 | 28 | 28 |
| a221oi_1 | 3 | 3 |
| a222oi_1 | 8 | 8 |
| a22oi_1 | 17 | 17 |
| a31oi_1 | 4 | 4 |
| a32oi_1 | 5 | 5 |
| and2_1 | 3 | 3 |
| and3_1 | 4 | 4 |
| and4_1 | 3 | 3 |
| buf_4 | 1 | 5 |
| clkbuf_8 | 0 | 5 |
| clkdlybuf4s50_1 | 0 | 116 |
| dfxtp_1 | 42 | 42 |
| fa_1 | 8 | 8 |
| ha_1 | 68 | 68 |
| inv_1 | 51 | 51 |
| mux2i_1 | 5 | 5 |
| nand2_1 | 45 | 45 |
| nand2b_1 | 3 | 3 |
| nand3_1 | 11 | 11 |
| nand4_1 | 7 | 7 |
| nor2_1 | 47 | 47 |
| nor2b_1 | 10 | 10 |
| nor3_1 | 18 | 18 |
| nor3b_1 | 3 | 3 |
| o21ai_0 | 32 | 32 |
| o31ai_1 | 4 | 4 |
| xnor2_1 | 18 | 18 |
| xor2_1 | 14 | 14 |
==> path summary, 6_finish.rpt <==
| check | startpoint | to | cells past startpoint |
|---|---|---|---|
| min reg2reg | current_time[0]$_SDFF_PP0_ | current_time[0]$_SDFF_PP0_ | 1 |
| max reg2reg | mdc_controller.cur_sprite_x[2]$_SDFF_PP0_ | mdc_controller.map_y[3]$_SDFFE_PP0P_ | 6 |
| max | ghost2_vga_x[1] | vga_x[7] | 14 |
| min | current_time[0]$_SDFF_PP0_ | current_time[0]$_SDFF_PP0_ | 1 |
Power is estimated from default activity; no workload was simulated.
